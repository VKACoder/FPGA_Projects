## design/flow/config.mk

```make
export PLATFORM = sky130hd
export DESIGN_NAME = counter
export DESIGN_NICKNAME = counter
export VERILOG_FILES = /design/flow/design.v
export SDC_FILE = /design/flow/constraint.sdc
export NUM_CORES = 4
export LEC_CHECK = 1
export CORE_AREA = 10 10 114 114
export DIE_AREA = 0 0 124 124
```

## design/flow/constraint.sdc

```tcl
current_design counter

set clk_period 6.7
set clk_io_pct 0.2

create_clock -name clk0 -period $clk_period [get_ports {clk}]

set non_clock_inputs [all_inputs -no_clocks]
set_input_delay [expr $clk_period * $clk_io_pct] -clock clk0 $non_clock_inputs
set_output_delay [expr $clk_period * $clk_io_pct] -clock clk0 [all_outputs]
```

## design/flow/design.v

```verilog
module ClkDiv(
    input clk,
    output clkout
    );
    reg clkout = 0;
    integer count = 0;
    always @ (posedge clk)
    begin
        count = count + 1;
        if (count == 99999999)
        begin
            clkout = ~clkout;
            count = 0;
        end
    end
endmodule
module counter(
    input clk,
    input rst,
    output reg [3:0] count
    );
    wire clkout;
    ClkDiv FD(clk, clkout); 
    always @ (posedge clkout, negedge rst)
    begin
        if (!rst)
            count <= 0;
        else
            count <= count + 1;
    end
endmodule
```

## design/flow/run.sh

```bash
#!/bin/bash
# OpenROAD 26Q1-2900-gdf79404cd8, Yosys 0.63+post, stock flow scripts
make -C /OpenROAD-flow-scripts/flow DESIGN_CONFIG=/design/flow/config.mk WORK_HOME=/design/flow/orfs finish
```

==> impl_metrics.json <==
{
  "slew_viol_final": 0,
  "chipWidth_um": 124,
  "finalHoldViolCount": 0,
  "async_reset_ff_frac": 0.108,
  "fin_util": 0.222,
  "cts.clk_slew.worst_paths_ns": 0.07,
  "grt.total_usage": 0.0530,
  "p_leak_nw": 0.862,
  "die_y_um": 124,
  "nFillCells": 1108,
  "antenna_found_initial": 0,
  "portBuffers": 5,
  "first_global_vias": 1399,
  "yosysTopAreaCellShare": 0.323,
  "r2r_cells": 8,
  "cp-start-kind": "flip-flop",
  "cts_root_buf": "clkbuf_8",
  "yosys.area.top_type": "dfxtp_1",
  "path_class": "reg2reg",
  "fin_tns_setup_ns": 0,
  "crit_path_end_kind": "flip-flop",
  "crit_start": "FD.count[9]$_SDFF_PN0_",
  "maxCapViolCount": 0,
  "ys_warn_count": 2,
  "htreeDepth": 2,
  "synth.distinct_cells": 45,
  "slew-limit-headroom": 0.593,
  "place_hpwl_mm": 2.82,
  "pre_cts_ws_ns": 3.39,
  "min_period_ns": 3.39,
  "worstPathMaxFanout": 18,
  "finalSetupViolCount": 0,
  "powerDensity_nw_per_um2": 169,
  "hold_slack_ns": 0.498,
  "min_path_cells": 1,
  "fp_util": 0.190,
  "vias": 1543,
  "boundaryPins": 6,
  "wl_per_cell_um": 10.4,
  "rsz0062_at_grt": "false",
  "r2r_slack_ns": 3.31,
  "worstHoldEndpoint": "FD.count[31]$_SDFF_PN0_",
  "clkLatencyLatePin_ns": 0.29,
  "topCellsByArea": "dfxtp_1 (32%), xor2_1 (8.8%), xnor2_1 (7.1%)",
  "synth_chip_area_um2": 1980,
  "worstHoldPathType": "reg2reg",
  "drtIter0Drc": 65,
  "post_cts.repair.setup_buffers": 0,
  "fin_worst_skew_ns": 0.0107,
  "ys_ff": 37,
  "place_area_um2": 2190,
  "rr_endpoint": "FD.count[21]$_SDFF_PN0_",
  "final-comb-area_um2": 1150,
  "timing.fmax_ghz": 0.295,
  "drive_gt1_frac": 0.0823,
  "worst_pin_slew_ns": 0.608,
  "hold_path_startpoint": "FD.count[31]$_SDFF_PN0_",
  "ys.flop_type": "dfxtp_1",
  "postCtsHoldBufs": 0,
  "unclocked_pins": 4,
  "arrival_ns": 3.56,
  "cts_resized": 0,
  "numCtsBuffers": 5,
  "reg2reg_from": "FD.count[9]$_SDFF_PN0_",
  "final.setup.worst_slack_ns": 3.31,
  "n_antenna_cell": 0,
  "design_area_um2": 2310,
  "gp_congestion": 0.844,
  "ys_seq_frac": 0.389,
  "post-route-period-util": 0.506,
  "grt_max_degree": 19,
  "cts_tree": "built",
  "routed_wl_mm": 3.84,
  "clockBufferDepth": 2,
  "overflow": 0,
  "ys_cells": 219,
  "drt_first_pass_iters": 4,
  "areaGrowthSynthToFinish_pct": 16.5,
  "die-area_um2": 15400,
  "netlist_area_um2": 1980,
  "cp.required_ns": 6.87,
  "antenna_left": 0,
  "peakVddDrop_uv": 103,
  "seqCellArea_um2": 771,
  "synth.avg_cell_area_um2": 9.05,
  "enable_flop_cells": 1,
  "warnings": 26,
  "core_area_um2": 10400,
  "drc": 0,
  "status": "finished, final reports clean",
  "floorplan.rows": 37,
  "routed_via_density": 4.20,
  "untimed_endpoints": 8,
  "syn-instance-count": 219,
  "grt_pass1_wl_mm": 6.76
}
==> flip-flops by register name, summed over array words and instances, names as in the netlist <==
register,cells
FD.clkout,1
FD.count,32
count,4
==> cell usage in the layout, fill, tap and decap left out, types with 2 or more instances in the layout <==
cell type,n
nor4_1,6
nand2b_1,3
nor2_1,29
dfrtp_1,4
clkbuf_8,6
xnor2_1,16
dfxtp_1,32
clkdlybuf4s50_1,5
a2111o_1,2
or3_1,2
or2_2,2
o2111ai_1,2
nand4_1,12
xor2_1,20
ha_1,3
nand4b_1,2
inv_1,9
buf_4,2
and4_1,3
a21oi_1,2
nor3_1,3
nand2_1,20
nor3b_1,3
and3_1,5
nand3_1,16
==> power breakdown <==
group,internal (mW),switching [mW]
Sequential,0.197,0
Clock,0.121,0.0718
Combinational,0.000518,0.000397
==> worst max path at each step <==
stage,end,slack (ns),cells past startpoint
4_1_cts,FD.count[21]$_SDFF_PN0_,3.34,8
5_1_grt,FD.count[14]$_SDFF_PN0_,3.14,8
6_report,FD.count[21]$_SDFF_PN0_,3.31,8
==> layout make-up <==
cell class	count	area share
Sequential cell	37	0.334
Timing Repair Buffer	7	0.0282
Multi-Input combinational cell	170	0.499
Clock buffer	7	0.0374
Clock inverter	1	0.0130
Tap cell	136	0.0737
Inverter	9	0.0146
==> per-stage QoR <==
step                cells  power [mW]
global route          367       0.408
finish                367       0.391
detailed placement    359       0.202
global placement      359       0.202
CTS                   367       0.397
floorplan             219       0.201
==> routing by layer <==
metal	vias to the layer above	part of all wire	GRT usage
met2	27	0.42	0.0765
met5	-	0	0
met4	0	0.0023	0.00360
met3	2	0.056	0.0152
li1	806	-	-
met1	708	0.52	0.0806
==> cells in the mapped netlist (4+ instances only) <==
library cell and instances:
dfxtp_1 32, nor2_1 29, nand2_1 20, xor2_1 20, nand3_1 16, xnor2_1 16, nand4_1 12, inv_1 9
nor4_1 6, and3_1 5, dfrtp_1 4
==> kinds of logic after synthesis <==
family	synth area share
mux	0.00505
xor+xnor	0.159
flops	0.389
compound gates	0.0480
buf+inv	0.0290
simple gates	0.351
fa+ha+maj	0.0189
==> worst max-delay path, cell delays in order (launching register included) <==
cell and delay, ns:
dfxtp_1 0.50, nand4_4 0.23, nor4_1 0.56, mux2i_1 0.30, or4b_2 0.63, a2111o_1 0.40, nor4b_4 0.28, buf_4 0.28
nor2_1 0.08
Power and IR drop assume default switching activity.
