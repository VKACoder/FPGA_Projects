==> ./design.v <==
module ClkDiv(
    input clk,
    output clkout
    );
    reg clkout = 0;
    integer count = 0;
    always @ (posedge clk)
    begin
        count = count + 1;
        if (count == 99999999)
        begin
            clkout = ~clkout;
            count = 0;
        end
    end
endmodule
module UpDownCounter(
    input ctrl, 
    input clk,
    input rst,
    output reg [4:0] count
    );
    wire clkout;
    ClkDiv FD(clk, clkout); 
    always @ (posedge clkout, negedge rst)
    begin
        if (!rst)
            count <= 0;
        else if (ctrl)
            count <= count + 1;
        else
            count <= count - 1;
    end
endmodule
==> ./run.sh <==
#!/bin/bash
# OpenROAD 26Q1-2900-gdf79404cd8, Yosys 0.63+post, stock flow scripts
make -C /OpenROAD-flow-scripts/flow DESIGN_CONFIG=/design/flow/config.mk WORK_HOME=/design/flow/orfs finish
==> ./config.mk <==
export PLATFORM = sky130hd
export DESIGN_NAME = UpDownCounter
export DESIGN_NICKNAME = UpDownCounter
export VERILOG_FILES = /design/flow/design.v
export SDC_FILE = /design/flow/constraint.sdc
export NUM_CORES = 4
export LEC_CHECK = 1
export CORE_AREA = 10 10 107 107
export DIE_AREA = 0 0 117 117
==> ./constraint.sdc <==
current_design UpDownCounter

set clk_period 7.4
set clk_io_pct 0.2

create_clock -name clk0 -period $clk_period [get_ports {clk}]

set non_clock_inputs [all_inputs -no_clocks]
set_input_delay [expr $clk_period * $clk_io_pct] -clock clk0 $non_clock_inputs
set_output_delay [expr $clk_period * $clk_io_pct] -clock clk0 [all_outputs]
==> impl_metrics.yaml <==
# implementation run metrics
status:
  outcome: "complete, no violations"
setup_path:
  r2r-end: "FD.clkout$_DFFE_PN_"
  crit_type: "reg2reg"
  cp_num_buf_inv: 1
  worstSetupEndpointType: "flop"
  arrival_ps: 3020
  r2r_cells: 8
  timing.rr.start: "FD.count[0]$_SDFF_PN0_"
  critical_path.cell_chain: "ha_1 > nand3_1 > nor4_4 > a31oi_1 > a221o_1 > nor4_2 > buf_4 > and4_1"
  crit_end: "FD.clkout$_DFFE_PN_"
  slowest_stage: "nor4_4"
  startpoint: "FD.count[0]$_SDFF_PN0_"
  cp_slowest_stage_delay_ps: 480
  cp.depth: 8
  cp.required_ps: 7400
  r2r_slack_ps: 4380
  crit_fanout: 20
  crit_path_start_kind: "flop"
  critPathTopFamily: "simple AND/OR/NAND/NOR gates"
sta:
  skew_ps: 6.07
  rsz0062_at_grt: "no"
  unclocked_regs: 5
  hold_violations: 0
  untimed_endpoints: 10
  setup_tns_ps: 0
  fin_crit_ps: 3020
  setup_viol: 0
  period_used_pct: 40.8
  slew_headroom_pct: 57.5
  slew_viol_final: 0
  fmax_mhz: 331
  tightestPinTransition_ps: 632
clocking:
  cts_tree: "yes"
  h-tree-depth: 2
  clockRootBuffer: "clkbuf_8"
  clk_path_buf_depth: 2
  cts_hold_buf: 0
  post_cts_resized: 0
  clock.latency.late_pin_ps: 280
  post-cts-setup-buffers: 0
  cts_buffers: 5
  cts.clk_slew.worst_paths_ps: 70
synth:
  synth-simple-area-share_pct: 26.6
  synth_seq_share_pct: 37.2
  top_logic_kind: "simple AND/OR/NAND/NOR gates"
  dominantRegCellSynth: "dfxtp_1"
  ys_cells: 229
  aoi_share_pct: 12.8
  synth_adder_area_share_pct: 3.86
  async_flop_share_pct: 13.2
  ys_sh_xor_pct: 12.7
  synth_cell_types: 48
  yosysChipArea_um2: 2140
  syn_inst: 229
  ys.flops: 38
  netlist_area_um2: 2140
  yosys_warnings: 2
  synthMuxAreaShare_pct: 1.05
  edf_count: 1
  syn_area_per_cell_um2: 9.33
floorplan:
  design.core.area_um2: 9200
  row_count: 35
  core_util_floorplan_pct: 23.2
  dieWidth_um: 117
  io_pins: 8
  die_y_um: 117
  dieArea_um2: 13700
detailed_routing:
  via_count: 1641
  vias_per_cell: 4.77
  antenna_cells: 0
  route.detailed.drc: 0
  wirelength_um: 4110
  ant_nets: 0
  post_drt_wl_per_cell_um: 12.0
  first_pass_iters: 4
  drt_iter0_markers: 108
min_path:
  holdPathStages: 1
  hp-class: "reg2reg"
run:
  cap_violations: 0
  warning_count: 26
final_layout:
  area_growth_pct: 11.9
  fin_util_pct: 26.0
  drive_above_1_share_pct: 9.87
  n_fill_cell: 968
place:
  port-buffer-count: 7
  routabilityCongestion: 0.855
  hpwl_um: 3010
global_route:
  first_global_vias: 1522
  antenna_found_initial: 0
  grt_pass1_wl_um: 7290
  gr-usage-all-layers_pct: 6.50
  grt.overflow.total: 0
  grt_max_degree: 21
power_and_ir_drop:
  ir_drop_uv: 50.8
  p_leak_uw: 0.000861
  power.density_nw_per_um2: 134
## synth_stat cells (3+ instances only)
library cell,number,area [um^2]
nand4_1,8,50.1
nand2_1,12,45.0
nand3_1,13,65.1
nor4_2,3,37.5
xnor2_1,18,158
nor2_1,10,37.5
a31oi_1,22,138
nor3_1,13,65.1
a21o_1,4,30.0
nor4_4,3,63.8
xor2_1,13,114
dfrtp_1,5,125
and4b_1,3,30.0
clkbuf_1,4,15.0
ha_1,5,62.6
buf_2,8,40.0
dfxtp_1,32,641
and4_1,3,26.3
a21oi_1,4,20.0
inv_1,11,41.3
## sequential cells by signal, summed over array words and instances (netlist names)
| signal | cells |
|---|---|
| count | 5 |
| FD.count | 32 |
| FD.clkout | 1 |
## where the power goes
group / internal (uW) / leakage, uW / switching [uW] / total, uW
clock network: 75.8 / 0.0000455 / 60.1 / 136
logic: 2.96 / 0.000486 / 2.62 / 5.59
registers: 179 / 0.000330 / 0 / 179
total: 257 / 0.000861 / 62.8 / 320
## stage by stage
stage               setup slack, ps  power (uW)  cells  instance area, um^2  hold WS, ps
finish                         4380         320    344                 2390          475
global route                   4130         333    344                 2390          521
CTS                            4390         326    344                 2390          479
detailed placement             4400         188    336                 2300          470
global placement               4490         188    336                 2300          465
floorplan                      4830         186    229                 2140          433
## routing by layer
metal	share of wire, %	routed length, um	up-vias	GRT usage (%)
met5	0	0	-	0
met4	0.97	40	0	0.494
met3	5.3	218	5	1.55
met2	42	1720	23	9.82
met1	52	2130	770	9.65
li1	-	-	843	-
## cells by family (layout without fill, tap and decap cells)
kind of cell | after synthesis | after routing
xor gates and xnor gates | 31 | 31
AOI/OAI and AO/OA | 41 | 41
and+or+nand+nor | 85 | 85
adders and majority gates | 6 | 6
buffers and inverters | 26 | 30
DFF | 38 | 38
muxes | 2 | 2
## layout make-up
cell class,count,area (um^2),area share (%)
multi-input combinational,165,1220,51.2
sequential,38,796,33.3
clock buffer,8,90.1,3.77
inverter,11,41.3,1.73
tap,111,139,5.81
timing repair buffer,11,100,4.19
## cells in the final DEF, fill, tap and decap left out, types with 4 or more instances in the layout
cell / count
dfxtp_1: 32
a31oi_1: 22
xnor2_1: 18
xor2_1: 13
nand3_1: 13
nor3_1: 13
nand2_1: 12
inv_1: 11
nor2_1: 10
nand4_1: 8
clkdlybuf4s50_1: 7
clkbuf_8: 6
ha_1: 5
dfrtp_1: 5
a21o_1: 4
a21oi_1: 4
buf_4: 4
## worst min path at each step
stage                            from                 endpoint
finish        FD.count[31]$_SDFF_PN0_  FD.count[31]$_SDFF_PN0_
CTS           FD.count[31]$_SDFF_PN0_  FD.count[31]$_SDFF_PN0_
global route  FD.count[31]$_SDFF_PN0_  FD.count[31]$_SDFF_PN0_
Power and IR drop assume default switching activity.
