### design/flow/config.mk
export PLATFORM = sky130hd
export DESIGN_NAME = RippleAdder
export DESIGN_NICKNAME = RippleAdder
export VERILOG_FILES = /design/flow/design.v
export SDC_FILE = /design/flow/constraint.sdc
export NUM_CORES = 4
export LEC_CHECK = 1
export CORE_AREA = 10 10 70 70
export DIE_AREA = 0 0 80 80
### design/flow/constraint.sdc
current_design RippleAdder

set clk_period 3.8
set clk_io_pct 0.2

create_clock -name clk0 -period $clk_period

set non_clock_inputs [all_inputs -no_clocks]
set_input_delay [expr $clk_period * $clk_io_pct] -clock clk0 $non_clock_inputs
set_output_delay [expr $clk_period * $clk_io_pct] -clock clk0 [all_outputs]
### design/flow/design.v
module FullAdder(
    input a,
    input b,
    input cin,
    output sum,
    output cout
    );
    xor s1(sum, a, b, cin);
    assign cout = (a & b) | (b & cin) | (cin & a);
endmodule
module RippleAdder(
    input [3:0] a,
    input [3:0] b,
    input cin,
    output [3:0] sum,
    output cout
    );
    wire [4:0] carry;
    assign carry[0] = cin;
    assign cout = carry[4];
    genvar i;
    generate
        for (i = 0; i <= 3; i = i + 1)
        begin
            FullAdder FA(a[i], b[i], carry[i], sum[i], carry[i + 1]);
        end
    endgenerate
endmodule
### design/flow/run.sh
#!/bin/bash
# OpenROAD 26Q1-2900-gdf79404cd8, Yosys 0.63+post, stock flow scripts
make -C /OpenROAD-flow-scripts/flow DESIGN_CONFIG=/design/flow/config.mk WORK_HOME=/design/flow/orfs finish
==> results_slide.txt <==
Implementation Results

Final layout
  • Clkbuf count: 0
  • Num sequential: 0
  • Synth-to-layout area growth: 120%
  • Util after Layout: 0.0952
  • Finished Cell Area: 325 um^2
  • Reg area: 0 um^2
  • Fraction of layout cells with a size suffix above 1: 0.321

Global routing
  • Most Crowded Layer GR: met1
  • Total grt overflow: 0
  • First-pass GRT wire length: 648 um
  • Largest net degree at the start of global routing: 2
  • GRT met1 Usage: 0.0215
  • Number of global-route vias before repair: 128
  • GR Layer Usage met2: 0.0120
  • Tot GR Track Use: 0.0130
  • Initial antenna violation count: 0
  • GR Util met3: 0.0102

Final timing
  • F_max: 272 MHz
  • RSZ-0062 raised after global routing: no
  • Final Hold Fails: 0
  • Worst-margin pin slew: 97.3 ps
  • Max Slew Vio Count: 0
  • Final setup viols: 0
  • Tmin final: 3680 ps
  • Final setup TNS: 0 ps
  • Tcrit/Tclk final: 0.968
  • Rel. slew slack: 0.935

Drt
  • Vias per cell: 1.70
  • Initial detailed-routing violation count: 0
  • Post-route antenna net violation count: 0
  • DRT Pass-1 Iters: 1
  • ANT cells: 0
  • Post-Route WL: 431 um
  • Total number of vias: 126
  • Drt wl/cell: 5.82 um
  • DRC Markers: 0

Critical path
  • Critical path data arrival time: 2920 ps
  • Critical path's top delay family: buffers and inverters
  • Setup crit start kind: input port
  • Crit path capture type: output pin
  • CP cell instances: clkdlybuf4s50_1 > inv_2 > fa_2 > inv_2 > fa_2 > fa_2 > inv_2 > fa_2 > inv_1 > clkdlybuf4s50_1
  • CP bufs+invs: 6
  • Crit path max fanout: 1
  • Critical Path Most Common Cell: fa_2
  • WP data required: 3040 ps
  • Largest stage delay, worst path: 470 ps
  • Critical-path top delay cell: clkdlybuf4s50_1
  • Kind of critical path: input port to output pin
  • Critical Path Stages: 10

Yosys
  • Register area share after synthesis: 0
  • Synthesized area per cell: 8.20 um^2
  • Yosys Warn Count: 0
  • Yosys stat chip area: 148 um^2
  • Synth Cell Area: 148 um^2
  • Ys cells: 18
  • Gate Count Post-Synth: 18
  • Distinct lib cells used: 3

Pwr
  • Sw Share: 0.306
  • Psw: 11.5 uW
  • Power density over the cells: 116 mW/mm^2
  • Comb pwr share: 1.000
  • Sequential power share: 0
  • Int Power: 26.2 uW
  • VDD IR max: 0.0000315 V
  • Clock power frac: 0
  • Static Leakage: 0.140 nW

Min path
  • Hold Path Depth: 5
  • HP Class: input port to output pin

Die
  • Core area: 0.00342 mm^2
  • Die width: 80 um
  • Std cell rows: 21
  • Die extent in y: 80 um
  • Chip area: 0.00640 mm^2
  • Starting Density: 0.0432
  • Ports: 14

CTS
  • Setup Fix Bufs, Post-CTS: 0

Place
  • Placer Congestion: 0.792
  • Placed Area: 315 um^2
  • IO buf count: 14
  • Detailed-placement wirelength estimate: 417 um

Outcome
  • Status: finished clean

Job
  • Max_cap viols: 0
  • Log Warnings: 32
==> placed cells by master, fill, tap and decap left out, drive strengths merged <==
master	n
inv	10
fa	4
dlygate4sd2	2
dlymetal6s2s	1
clkdlybuf4s50	11
==> layer usage <==
| layer | wire, um | up-vias | share of wire |
|---|---|---|---|
| met5 | 0 | - | 0 |
| met4 | 0 | 0 | 0 |
| met3 | 110 | 0 | 0.26 |
| met2 | 107 | 14 | 0.25 |
| met1 | 213 | 52 | 0.49 |
| li1 | - | 60 | - |
==> through the flow <==
stage	cells	setup WS, ps	total power, mW	hold slack, ps
after floorplan	18	703	0.0181	1740
after global placement	74	-179	0.0381	2560
after detailed placement	74	-199	0.0386	2580
after CTS	74	26.6	0.0393	2440
after global routing	74	35.2	0.0432	2370
final	74	121	0.0377	2320
==> power groups by stage <==
stage | combinational [mW] | clock (mW) | sequential [mW]
final | 0.0377 | 0 | 0
after global routing | 0.0432 | 0 | 0
after CTS | 0.0393 | 0 | 0
==> worst paths after layout <==
check / start / end / slack, ps
worst max-delay path: b[0] / cout / 120
worst min-delay path: cin / sum[0] / 2320
==> tightest hold or removal path, cell delays in order <==
cell             delay [ps]
dlymetal6s2s_1          130
inv_2                    60
fa_2                    180
inv_1                    30
clkdlybuf4s50_1         390
==> final cells by class <==
type | count | area (um^2)
Timing Repair Buffer | 14 | 140
Inverter | 10 | 37.5
Multi-Input combinational cell | 4 | 90.1
Tap cell | 46 | 57.6
Fill cell | 406 | 3090
==> cell usage after synthesis (all sizes together) <==
library cell  instances  share of area
inv                  10           0.25
buf                   4           0.20
fa                    4           0.54
==> what timing repair did <==
action | 4_1_cts | 5_1_grt
hold buffers | 0 | 0
gates resized | 10 | 2
endpoints found under the hold margin | 0 | 0
setup endpoints to repair | 2 | 2
pin swaps | 4 | 2
cloned | 0 | 0
==> cells by family after synthesis <==
logic type,after synthesis,synth area share
buffers and inverters,14,0.458
adder cells (fa/ha/maj),4,0.542
No activity file was given, so power comes from the tool's default toggle rates.
